--- /design/flow/design.v ---
`timescale 1ns / 1ps
module registers #( parameter A_SIZE = 10,
                    parameter D_SIZE = 32)
                (
                input                   clk,
                input                   reset,
                input   [2:0]           dest_wb,
                input   [D_SIZE-1:0]    result_wb,
                input   [2:0]           addr_1_reg,
                input   [2:0]           addr_2_reg,
                input                   write_en,
                input                   result_mux_sel,
                input   [D_SIZE-1:0]    data_in,
                output  [D_SIZE-1:0]    data_1_reg,
                output  [D_SIZE-1:0]    data_2_reg
            );
    logic [D_SIZE-1:0] program_memory [0:7];
    assign data_1_reg   = program_memory[addr_1_reg];
    assign data_2_reg   = program_memory[addr_2_reg];
    always @(posedge clk, negedge reset) begin
        if(!reset)
            for (int i = 0; i<=7; i=i+1) begin
                program_memory[i] = '0;
            end
        else if (write_en)
                program_memory[dest_wb] <= result_wb;
    end
endmodule
--- /design/flow/config.mk ---
export PLATFORM = sky130hd
export DESIGN_NAME = registers
export DESIGN_NICKNAME = registers
export VERILOG_FILES = /design/flow/design.v
export SDC_FILE = /design/flow/constraint.sdc
export NUM_CORES = 4
export LEC_CHECK = 1
export CORE_UTILIZATION = 40
--- /design/flow/constraint.sdc ---
current_design registers

set clk_period 5.7
set clk_io_pct 0.2

create_clock -name clk0 -period $clk_period [get_ports {clk}]

set non_clock_inputs [all_inputs -no_clocks]
set_input_delay [expr $clk_period * $clk_io_pct] -clock clk0 $non_clock_inputs
set_output_delay [expr $clk_period * $clk_io_pct] -clock clk0 [all_outputs]
--- /design/flow/run.sh ---
#!/bin/bash
# OpenROAD 26Q1-2900-gdf79404cd8, Yosys 0.63+post, stock flow scripts
make -C /OpenROAD-flow-scripts/flow DESIGN_CONFIG=/design/flow/config.mk WORK_HOME=/design/flow/orfs finish
==> GITHUB_STEP_SUMMARY <==
## Synthesis and layout report

| Metric | Value |
|---|---|
| Outcome | completed |
| Final setup viols | 0 |
| Drt drc | 0 |
| CTS root buffer | clkbuf_16 |
| DP Area | 15120 sq um |
| Number of global-route vias before repair | 10129 |
| Count of library flops with an enable pin | 0 |
| Cells in synth_stat.txt | approximately 1100 |
| Clock latency (worst-skew pair) | 0.55 ns |
| Initial antenna violation count | 1 |
| Startpoint types | primary input |
| Overflow after GRT | 0 |
| Final Power | 5.738 mW |
| DRT antenna net count | 0 |
| Chip area | 34970 sq um |
| Critical Path RT | approximately 4.6 ns |
| Synth area leaders | dfrtp_1, mux2_2, mux2i_1 |
| Post-CTS Hold Buffers | 0 |
| Largest net degree at the start of global routing | approximately 97 |
| Syn Area/Cell | 12.28 sq um |
| Clock skew | 0 ns |
| Top flop regs | program_memory: 256 flops |
| WL per Instance | 24.72 microns |
| Most frequent cell after synthesis | mux2_2 |
| Cells after Synth | approximately 1100 |
| Synth unique cells | 40 |
| CORE AREA | 33620 sq um |
| Placer Congestion | 0.8225 |
| YS warnings | 2 |
| Yosys stat chip area | 13690 sq um |
| GRT Total Usage | 24.62% |
| Final instance area | 16100 sq um |
| Synth async-reset ratio | 100.0% |
| Critical Path End Type | output port |
| Final Hold Viols | 0 |
| Post-CTS Resized | 0 |
| Peak supply drop | 0.2304 mV |
| Top achievable clock speed | 0.2117 GHz |
| Biggest register | program_memory |
| First-pass GRT wire length | between 60000 and 70000 microns |
| Clock transition at the registers of the reported paths | about 0.060 ns |
| PortBufs | 107 |
| Via count | 9872 |
| Leak | approximately 6.7 nW |
| Fin. max-slew vios | 0 |
| Total negative setup slack | 0 ns |
| Top cells by count, synth | mux2_2, dfrtp_1, mux2i_1 |
| Main synth FF type | dfrtp_1 |
| CTS Buf Count | 29 |
| # Max-Cap Violations | 0 |
| Cycle use final | between 80 and 90% |
| Tmin final | 4.724 ns |
| WHS | 0.5039 ns |
| N_diodes | 0 |
| Post-CTS Setup Bufs | 0 |
| Max reg flops | about 260 |
| Area grow syn2layout | 17.59% |
| Total wire length | roughly 40000 microns |
| RSZ-0062 raised after global routing | false |
| Die height | 187.0 microns |
| Site row count | 67 |
| Vias per cell | 5.940 |
| Share of cells above drive strength 1 | 30.64% |
| Die width | 187.0 microns |
| CTS tree | yes |
| H-tree depth | 1 |
| Place WS | 0.9375 ns |
| Final setup margin | 0.9759 ns |
| Critical Path AT | 3.58 ns |
| Crit Path Max Fanout | approximately 44 |
| TritonCTS Sinks | 256 |
| Dominant cell area share | between 40% and 50% |
| Area leader, netlist | dfrtp_1 |
| Max Buffers Root-to-Sink | 3 |
| Ys flops | 256 |
| CP Class | in -> out |
| Synth Cell Area | 13690 sq um |
| DPL Wire Length | 22530 microns |
| Sequential cell area fraction in the yosys report | 46.80% |
| Floorplan utilization | roughly 40% |
| Hold Crit Class | reg -> reg |
| Worst-Margin Slew | 0.8262 ns |
| Total tool warning count | just under 60 |
| Initial DRC count | 635 |
| Router iterations before antenna repair | 5 |
| I/O Pins | 141 |
| Slew headroom | 44.92% |
| Power per cell area | 356.5 nW/um^2 |
## placed cells by master (no fill, tap or decap), types with 3 or more instances in the layout
| cell type | instances |
|---|---|
| dfrtp_1 | 256 |
| nand2b_1 | 32 |
| buf_4 | 35 |
| a22oi_1 | 25 |
| a32oi_1 | 25 |
| nand2_1 | 7 |
| bufinv_16 | 4 |
| o22a_1 | 36 |
| clkbuf_8 | 5 |
| mux2_2 | 274 |
| clkbuf_16 | 29 |
| clkinv_2 | 4 |
| inv_1 | 37 |
| mux2i_1 | 111 |
| nor2b_1 | 3 |
| a221oi_1 | 37 |
| clkdlybuf4s50_1 | 100 |
| nor2_1 | 28 |
| o22ai_1 | 36 |
| clkbuf_1 | 8 |
| buf_2 | 4 |
| mux2_1 | 7 |
| nor3b_1 | 26 |
| nand4b_1 | 3 |
| a31oi_1 | 25 |
| buf_12 | 3 |
| a21oi_1 | 28 |
## final cells by class
type	instances	area, sq um
fillers	2956	17520
clock buffers	42	824.5
clock inverters	10	155.1
multi-input cells	726	6654
well taps	448	560.5
repair buffers	143	1359
inverters	37	138.9
flip-flops and latches	256	6406
## metrics by stage
stage	utilization [%]	std cells
floorplan	-	1115
global placement	44.97	1610
detailed placement	44.97	1610
CTS	47.89	1662
global route	47.89	1662
finish	47.89	1662
## path summary, 6_finish.rpt
kind	start	to	slack [ns]	cells after the start
max	addr_1_reg[0]	data_1_reg[16]	0.98	7
min	program_memory[1][2]	program_memory[1][2]	0.50	1
max reg2reg	program_memory[0][28]	program_memory[0][28]	4.90	1
min reg2reg	program_memory[1][2]	program_memory[1][2]	0.50	1
max in group asynchronous	reset	program_memory[7][1]	4.07	2
min in group asynchronous	reset	program_memory[0][0]	0.56	1
## routing by layer
layer	vias to the layer above	share of wire (%)	track usage [%]
met5	-	0.032	0
met4	2	2.5	5.454
met3	76	6.3	4.636
met2	352	48	38.76
met1	5072	44	36.69
li1	4370	-	-
## logic make-up (layout without fill, tap and decap cells)
logic type	Yosys count	after routing	synth area share (%)
AND-OR/OR-AND	219	219	11.91
AND/OR/NAND/NOR	114	114	5.146
multiplexers	393	393	31.40
buffers and inverters	133	232	4.753
flip-flops	256	256	46.80
## worst max-delay path: stages
cell and delay (ns):
buf_2 0.29, buf_4 0.65, or3_1 0.22, buf_4 0.35
nor2_1 0.09, a31oi_1 0.29, clkdlybuf4s50_1 0.52
## power by group
group / switching (mW) / internal (mW) / leakage [nW]
clock: 0.761 / 1.18 / 0.475
sequential: 0.285 / 2.22 / 3.07
combinational: 0.517 / 0.776 / 3.20
total: 1.56 / 4.18 / 6.75
Power figures rest on the tool's default switching activity, not on a simulated workload.
