`design/flow/config.mk`:
```
export PLATFORM = sky130hd
export DESIGN_NAME = data_dependency
export DESIGN_NICKNAME = data_dependency
export VERILOG_FILES = /design/flow/design.v
export SDC_FILE = /design/flow/constraint.sdc
export NUM_CORES = 4
export LEC_CHECK = 1
export CORE_AREA = 10 10 120 120
export DIE_AREA = 0 0 130 130
```
`design/flow/run.sh`:
```
#!/bin/bash
# OpenROAD 26Q1-2900-gdf79404cd8, Yosys 0.63+post, stock flow scripts
make -C /OpenROAD-flow-scripts/flow DESIGN_CONFIG=/design/flow/config.mk WORK_HOME=/design/flow/orfs finish
```
`design/flow/design.v`:
```
`timescale 1ns / 1ps
module data_dependency #( parameter A_SIZE = 10,
                          parameter D_SIZE = 32)
                   (
                    input  logic                    reset_execute,
                    input  logic                    reset_wb,
                    input  logic                    write_en,
                    input  logic                    flag_result_execute,
                    input  logic    [2:0]           raddr_1,
                    input  logic    [2:0]           raddr_2,
                    input  logic    [2:0]           dest_wb,
                    input  logic    [2:0]           dest_execute,
                    input  logic    [D_SIZE-1:0]    result_wb,
                    input  logic    [D_SIZE-1:0]    comb_result_execute,
                    input  logic    [D_SIZE-1:0]    data_1_reg,
                    input  logic    [D_SIZE-1:0]    data_2_reg,
                    output logic    [D_SIZE-1:0]    rdata_1,
                    output logic    [D_SIZE-1:0]    rdata_2,
                    output logic    [2:0]           addr_1_reg,
                    output logic    [2:0]           addr_2_reg
                );
    assign addr_1_reg = raddr_1;
    assign addr_2_reg = raddr_2;
    always_comb
        if ((dest_wb == raddr_1) & reset_wb & write_en)
            rdata_1 = result_wb;
        else if ((dest_execute == raddr_1) & reset_execute & flag_result_execute)
            rdata_1 = comb_result_execute;
        else
            rdata_1 = data_1_reg;
     always_comb
        if ((dest_wb == raddr_2) & reset_wb & write_en)
            rdata_2 = result_wb;
        else if ((dest_execute == raddr_2) & reset_execute & flag_result_execute)
            rdata_2 = comb_result_execute;
        else
            rdata_2 = data_2_reg;       
endmodule
```
`design/flow/constraint.sdc`:
```
current_design data_dependency

set clk_period 4.4
set clk_io_pct 0.2

create_clock -name clk0 -period $clk_period

set non_clock_inputs [all_inputs -no_clocks]
set_input_delay [expr $clk_period * $clk_io_pct] -clock clk0 $non_clock_inputs
set_output_delay [expr $clk_period * $clk_io_pct] -clock clk0 [all_outputs]
```
==> datasheet_impl.txt <==
Summary of implementation characteristics

Parameter                              Value

Run status
  Result of the run    finished clean

Worst setup path
  Crit path max fanout    18
  Crit path arrival time    3.06 ns
  Critical Path End Type    output pin
  Highest cell delay on the worst timing path    0.52 ns
  Category of the critical setup timing path    input pin to output pin
  Cell type with the highest occurrence count on the critical path    clkdlybuf4s50_1
  CP Cell Sequence    clkdlybuf4s50_1 -> xor2_1 -> nor4_4 -> buf_4 -> mux2i_1 -> o21ai_1 -> clkdlybuf4s50_1
  Startpoint Class    input pin
  Req. time, crit path    3.52 ns
  Library cell contributing the largest single delay on the critical path    clkdlybuf4s50_1

Global routing
  Via count of the first global-routing pass    2567
  GRT Util Overall    10.2%
  Grt met1 use    10.9%
  Total gr overflow    0
  Antenna violations before repair    0
  Met3 track demand over resource in global routing    5.06%
  Largest net degree at the start of global routing    37
  GRT busiest layer    met2
  Met2 GRT Util    18.0%
  Global-route wire length before repair    13800 µm

Synthesis
  Count of warnings emitted by yosys    1
  Top cells by area in the synthesized netlist    mux2i_1, o21ai_1, nand2_1
  Area of the mapped netlist    1600 µm²
  Average instance area after synthesis    6.83 µm²
  Cell total in the yosys stat output    234
  Post-synthesis chip area from yosys    1600 µm²
  Commonest cells in the netlist    nand2_1, mux2i_1, o21ai_1
  Sequential element share of the synthesized area    0%
  Top cell type by total area after synthesis    mux2i_1
  Most frequently used cell type in the post-synthesis netlist    nand2_1
  Top cell area share    40.1%
  Count of unique library cells instantiated by Yosys    11
  Cell count after synthesis    234

Floorplan
  Die outline area    16900 µm²
  Die y size    130 µm
  Core Rows    40
  Ports placed on the boundary    214
  Overall die width    130 µm
  Core footprint    11900 µm²
  Core Util at FP    13.4%

Finish
  Clock Buffer Count    0
  Fraction of the core area covered by cells at the end of the flow    32.1%
  Share of cells above drive strength 1    4.86%
  Seq. cell area    0 µm²
  Fill cell total of the finished layout    1237
  Area Growth Syn to Fin    139%
  Layout Cells excl Fill    579
  Seq Cell Count    0

Power
  Clock network fraction of total power    0%
  Static leakage power    1.20 nW
  Switching share of power    29.2%
  Combinational cell fraction of total power    100.0%
  IR drop worst, VDD    0.0436 mV
  Sum of internal, switching and leakage power    333 µW
  Int Power    236 µW
  Net load switching power    97.2 µW
  Total power density per cell area    87.2 nW/µm²
  Part of the total power dissipated in sequential elements    0%

STA
  Hold violation total from the final report    0
  Final period demand of the worst path    3.94 ns
  Maximum operating frequency    254 MHz
  Number of slew-limit violations in the final report    0
  Final worst-path cycle share    89.5%
  Setup_tns    0 ns
  RSZ-0062 raised after global routing    no
  Number of endpoints failing setup at the final stage    0
  Worst slew slack as a fraction of its limit    75.6%
  Slew at the pin closest to its max-slew limit    0.367 ns

Job
  Max_cap viols    0
  OpenROAD warnings    32

Place
  Half-perimeter wire length after detailed placement    8220 µm
  Routability congestion estimate    0.811
  Inst Count DP    579
  Count of buffers from port buffering    214

CTS
  Number of gates resized after cts    0
  # Post-CTS Setup Buffers    0
  Post-CTS Hold Fix Bufs    0

Routing
  Total inserted antenna cells    0
  Total via count in the routed design    2383
  Final wirelength    9340 µm
  Final ANT Viol Nets    0
  Detail-routed via count per cell    4.12
  First-pass iteration count of the detailed router    4
  Average routed wire per standard cell    16.1 µm
  Number of DRC markers in iteration 0    52
  Number of remaining DRC errors    0

Hold path
  Worst hold path endpoint    addr_2_reg[1]
  Number of cells on the worst hold path    2
  Launch point of the worst hold path    raddr_2[1]
  Worst Hold Class    input pin to output pin
[logic make-up after synthesis]
family                 Yosys count  synth area share (%)
XOR/XNOR                        12                  6.58
AND-OR/OR-AND                   64                  22.2
AND/OR/NAND/NOR                 70                  20.8
multiplexers                    64                  40.1
buffers and inverters           24                  10.3
[per-layer routing]
metal | wire length, µm | share of wire (%)
met5 | 0 | 0
met4 | 121 | 1.3
met3 | 1260 | 13
met2 | 4490 | 48
met1 | 3470 | 37
[layout by cell type, fill, tap and decap left out]
cell and n:
buf_4 8, clkdlybuf4s50_1 214, mux2i_1 64, nand2_1 66
nor4_4 4, o21ai_1 55, o21ai_2 9, xor2_1 12
[power groups by stage]
| stage | clock [mW] | sequential, mW | combinational [mW] |
|---|---|---|---|
| CTS | 0 | 0 | 0.339 |
| global route | 0 | 0 | 0.361 |
| finish | 0 | 0 | 0.333 |
[how the worst max path moves through the flow]
stage	start	to	slack (ns)	cells after the start
CTS	raddr_2[2]	rdata_2[1]	0.44	7
global route	raddr_2[2]	rdata_2[3]	0.31	7
finish	raddr_2[2]	rdata_2[1]	0.46	7
[metrics by stage]
step,hold WS [ns],area [µm²],setup WS (ns)
after floorplan,1.82,1600,1.55
after global placement,2.68,3820,0.423
after detailed placement,2.67,3820,0.443
after CTS,2.68,3820,0.436
after global routing,2.70,3820,0.306
final,2.67,3820,0.461
[worst max-delay path: cells and delay by family]
kind	cells	cell delay, ns
AND-OR/OR-AND	1	0.19
buffers and inverters	3	1.37
XOR/XNOR	1	0.20
AND/OR/NAND/NOR	1	0.30
multiplexers	1	0.12
[layout make-up]
cell class | count | area (µm²) | share of cell area, %
repair buffers | 222 | 2200 | 57.7
well taps | 147 | 184 | 4.82
multi-input cells | 210 | 1430 | 37.5
No activity file was given, so power comes from the tool's default toggle rates.
